## run.sh

```bash
#!/bin/bash
# OpenROAD 26Q1-2900-gdf79404cd8, Yosys 0.63+post, stock flow scripts
make -C /OpenROAD-flow-scripts/flow DESIGN_CONFIG=/design/flow/config.mk WORK_HOME=/design/flow/orfs finish
```

## design.v

```verilog
`timescale 1ns / 1ps
module D_Register #(
    parameter bits = 8
) (
    input logic clk,
    input logic rst_n,
    input logic en,
    input logic [bits-1:0] d,
    output logic [bits-1:0] q
);
  always @(posedge clk, negedge rst_n) begin
    if (~rst_n) q <= '0;
    else if (en) q <= d;
    else q <= q;
  end
endmodule
module FIR_filter #(
    parameter n = 4,
    m = 4
) (
    clk,
    rst_n,
    en,
    x,
    y
);
  input clk, rst_n, en;
  input [m+n-1:0] x;
  output [(2*m+2*n)-1:0] y;
  logic [m+n-1:0] xn[3:0];
  logic [(2*m+2*n)-1:0] mult[4:0];
  logic [(2*m+2*n)-1:0] sig[3:0];
  logic [m+n-1:0] h[4:0];
  assign h[0] = 10'h003;
  assign h[1] = 10'h001;
  assign h[2] = 10'h080;
  assign h[3] = 10'h001;
  assign h[4] = 10'h003;
  D_Register #(
      .bits(m + n)
  ) RegisterN (
      .clk(clk),
      .rst_n(rst_n),
      .en(en),
      .d(x),
      .q(xn[0])
  );
  D_Register #(
      .bits(m + n)
  ) RegisterN_1 (
      .clk(clk),
      .rst_n(rst_n),
      .en(en),
      .d(xn[0]),
      .q(xn[1])
  );
  D_Register #(
      .bits(m + n)
  ) RegisterN_2 (
      .clk(clk),
      .rst_n(rst_n),
      .en(en),
      .d(xn[1]),
      .q(xn[2])
  );
  D_Register #(
      .bits(m + n)
  ) RegisterN_3 (
      .clk(clk),
      .rst_n(rst_n),
      .en(en),
      .d(xn[2]),
      .q(xn[3])
  );
  mult_fixedPoint #(
      .n1(n),
      .n2(n),
      .m1(m),
      .m2(m)
  ) mult1 (
      .a  (x),
      .b  (h[0]),
      .out(mult[0])
  );
  mult_fixedPoint #(
      .n1(n),
      .n2(n),
      .m1(m),
      .m2(m)
  ) mult2 (
      .a  (xn[0]),
      .b  (h[1]),
      .out(mult[1])
  );
  mult_fixedPoint #(
      .n1(n),
      .n2(n),
      .m1(m),
      .m2(m)
  ) mult3 (
      .a  (xn[1]),
      .b  (h[2]),
      .out(mult[2])
  );
  mult_fixedPoint #(
      .n1(n),
      .n2(n),
      .m1(m),
      .m2(m)
  ) mult4 (
      .a  (xn[2]),
      .b  (h[3]),
      .out(mult[3])
  );
  mult_fixedPoint #(
      .n1(n),
      .n2(n),
      .m1(m),
      .m2(m)
  ) mult5 (
      .a  (xn[3]),
      .b  (h[4]),
      .out(mult[4])
  );
  adder_fixedPoint #(
      .m1(2 * m),
      .m2(2 * m),
      .n1(2 * n),
      .n2(2 * n)
  ) add1 (
      .a  (mult[0]),
      .b  (mult[1]),
      .sum(sig[0])
  );
  adder_fixedPoint #(
      .m1(2 * m),
      .m2(2 * m),
      .n1(2 * n),
      .n2(2 * n)
  ) add2 (
      .a  (sig[0]),
      .b  (mult[2]),
      .sum(sig[1])
  );
  adder_fixedPoint #(
      .m1(2 * m),
      .m2(2 * m),
      .n1(2 * n),
      .n2(2 * n)
  ) add3 (
      .a  (sig[1]),
      .b  (mult[3]),
      .sum(sig[2])
  );
  adder_fixedPoint #(
      .m1(2 * m),
      .m2(2 * m),
      .n1(2 * n),
      .n2(2 * n)
  ) add4 (
      .a  (sig[2]),
      .b  (mult[4]),
      .sum(sig[3])
  );
  assign y = sig[3];
endmodule
module adder_fixedPoint #(
    parameter n1 = 4,
    n2 = 4,
    m1 = 4,
    m2 = 4
) (
    a,
    b,
    sum,
    co
);
  input [n1+m1-1:0] a;
  input [n2+m2-1:0] b;
  localparam maxn = (n1 > n2) ? n1 : n2;
  localparam maxm = (m1 > m2) ? m1 : m2;
  logic switch = m1 > m2;
  output logic [maxn+maxm-1:0] sum;
  output logic co;
  assign {co, sum} = switch ? (a + (b << (m1 - m2))) : (b + (a << (m2 - m1)));
endmodule
module mult_fixedPoint #(
    parameter n1 = 4,
    n2 = 4,
    m1 = 4,
    m2 = 4
) (
    a,
    b,
    out
);
  input [n1+m1-1:0] a;
  input [n2+m2-1:0] b;
  output [n1+n2+m2+m1-1:0] out;
  assign out = a*b;
endmodule
```

## constraint.sdc

```tcl
current_design FIR_filter

set clk_period 11.7
set clk_io_pct 0.2

create_clock -name clk0 -period $clk_period [get_ports {clk}]

set non_clock_inputs [all_inputs -no_clocks]
set_input_delay [expr $clk_period * $clk_io_pct] -clock clk0 $non_clock_inputs
set_output_delay [expr $clk_period * $clk_io_pct] -clock clk0 [all_outputs]
```

## config.mk

```make
export PLATFORM = sky130hd
export DESIGN_NAME = FIR_filter
export DESIGN_NICKNAME = FIR_filter
export VERILOG_FILES = /design/flow/design.v
export SDC_FILE = /design/flow/constraint.sdc
export NUM_CORES = 4
export LEC_CHECK = 1
export CORE_UTILIZATION = 50
```

==> CHANGELOG.md <==
### Changed

- Mean post-synth cell area: 10.0 µm²
- Post-Syn Area: 0.00270 mm²
- Endpoint of the lowest-slack register-to-register path: RegisterN_2.q[7]
- Crit path max fanout: 3
- VDD IR max: between 0.2 and 0.3 mV
- Clk ins delay skew pair: 0.29 ns
- Combinational cell fraction of total power: between 70 and 80%
- Worst reg2reg path startpoint: RegisterN_1.q[7]
- Final setup viols: 0
- Crit start category: primary input
- Clock tree from TritonCTS: yes
- Number of search-and-repair iterations in the first detailed-routing pass: 4
- Initial antenna violation count: 0
- Number of global-route vias before repair: about 1,700
- Final Instance Area: approximately 0.0031 mm²
- Critical Path Source: x[3]
- Die Footprint: around 0.0057 mm²
- Vias per inst: 4.75
- Die Y: 75.5 µm
- Accumulated negative setup slack: 0 ns
- Die span in x: approximately 75 µm
- Fraction of the cycle the final worst path needs: 79.2%
- Total length of routed met2 wires: 2040 µm
- Unrepaired setup endpoints after global routing: false
- Syn Inst Count: between 200 and 300
- Met3 wire len: roughly 130 µm
- Cell count listed in synth_stat.txt: 269
- Post-synth seq share: between 20% and 30%
- Maximum number of pins on one net before global-route repair: roughly 52
- Power share of the sequential group: 13.5%
- Area of the placeable core: slightly above 0.005 mm²
- Setup slack on the worst flop-to-flop path: ~11 ns
- Std cell rows: 26
- Clock tree root buffer cell: clkbuf_8
- Main logic family: adder cells
- Area share, top type: between 20% and 30%
- Top FF cell, synth: dfrtp_1
- Number of logged tool warnings: 25
- Pre-Place Util: 52.5%
- Post-synthesis cell type with the largest instance count: inv_1
- Adder Area Share: roughly a third
- Worst slack on hold paths: ~0.47 ns
- Count of input and output buffers: 26
- Final count of pins violating max slew: 0
- Leakage power of the design: about 0.0016 µW
- Switching Fraction: between 30% and 40%
- Post-route met1 wirelength: 2270 µm
- Fmax: approximately 110 MHz
- Result of the run: finished clean
- Top layer reached by signal wires: met4
- Post-detailed-route DRC marker count: 0
- Cts-stage hold buffer count: 0
- Antenna Violating Nets Remaining: 0
- Number of different library cells in the post-synthesis netlist: 33
- Maximum level of the CTS H-tree: 2
- Reg2Reg Depth: 1
- Final clock skew: 0.00297 ns
- XOR/XNOR Area Share: 2.60%
- Critical path endpoint category: primary output
- Simple-gate portion of the synthesized area: 5.38%
- Top-level I/O count: 27
- Antenna diode count: 0
- Fillers: ~480
- Post-synth EDFFs: 0
- Routed length per placed instance: between 10 and 15 µm
- Layout cell share with drive strength beyond 1: just under 9%
- Proportion of synthesized flip-flops having asynchronous set or reset: ~100%
- Post-CTS setup buffer count: 0
- Internal cell power: about 640 µW
- Global-route wire length before repair: between 7000 and 8000 µm
- CTS Buf Count: 5
- Placed wire-length estimate after detailed placement: around 3500 µm
- Number of endpoints with negative hold slack in the final report: 0
- Buffer levels on the longest clock path: 2
- Worst slew pin tran: approximately 0.46 ns
- All-layer global routing usage: 18.9%
- CP required: around 9.4 ns
- Final global-route overflow total: 0
- Registers, synthesis: 32
- Largest area contributor in the netlist: dfrtp_1
- Clock transition time at the flip-flop clock pins of the worst setup and hold paths: 0.07 ns
- Top area cells in the synthesized netlist: dfrtp_1 30%, fa_1 24%, ha_1 12%
- Worst Path Class, Setup: primary input to primary output
- Warnings, synthesis: 8
- Worst hold path class: flip-flop to flip-flop
- Worst setup endpoint: y[13]
- Arrival time at the worst endpoint: about 6.9 ns
- Vias post-DR: roughly 1,800
- Post-CTS sizing: 0
- Tightest slew margin relative to the limit: 69.6%
- Final critical delay including setup and external delays: 9.26 ns
- Post-synth area from yosys stat: between 0.002 and 0.003 mm²
- Proportion of power drawn by the clock network: about 8.6%
- Post-synthesis compound-gate area fraction: about a tenth
- Clock sink count: 32
- Final weighted congestion in routability-driven placement: slightly below 0.8
- Final wirelength: approximately 4500 µm
- Post-detailed-placement cell area: 0.00304 mm²
- Power density of the placed cells: 326 mW/mm²
- Most common library cells after synthesis: 75 x inv_1, 32 x dfrtp_1, 32 x fa_1
- Net switching power: 384 µW
- Initial drt markers: between 100 and 150
- Multiplexer share of the synthesized area: ~5.4%
- Max Cap Violations: 0
- Synth-to-layout area growth: 16.0%
==> power groups by stage <==
stage	Clock [µW]	Combinational, µW	Sequential [µW]
CTS	90.9	811	138
global route	96.0	926	140
finish	87.9	794	138
==> worst min path at each step <==
stage                start               end  slack [ns]  depth (start not counted)
4_1_cts   RegisterN_2.q[2]  RegisterN_3.q[2]        0.48                          2
5_1_grt   RegisterN_2.q[2]  RegisterN_3.q[2]        0.50                          2
6_report  RegisterN_2.q[2]  RegisterN_3.q[2]        0.47                          2
==> state kept, by name, indices dropped and copies added, names as in the netlist <==
register,count
RegisterN_3.q,8
RegisterN_1.q,8
RegisterN_2.q,8
RegisterN.q,8
==> critical path: stages <==
cell and delay [ns]:
clkdlybuf4s50_1 0.52, inv_1 0.08, fa_1 0.53, inv_1 0.05, fa_1 0.52, inv_1 0.05
fa_1 0.53, inv_1 0.04, ha_1 0.30, inv_1 0.06, fa_1 0.49, nor2b_4 0.14
o211ai_1 0.12, a31oi_1 0.28, o221ai_1 0.21, xnor2_1 0.17, clkdlybuf4s50_1 0.48
==> through the flow <==
| stage | total power (µW) | std cells | setup WS, ns | utilization, % |
|---|---|---|---|---|
| floorplan | 596 | 269 | 3.74 | - |
| global placement | 944 | 361 | 2.46 | 59.1 |
| global route | 1160 | 369 | 2.16 | 60.9 |
| detailed placement | 942 | 361 | 2.46 | 59.1 |
| finish | 1020 | 369 | 2.44 | 60.9 |
| CTS | 1040 | 369 | 2.41 | 60.9 |
==> cell usage in the layout, fill, tap and decap left out, types with 2 or more instances in the layout <==
| master | count |
|---|---|
| a211oi_1 | 2 |
| a21oi_1 | 7 |
| buf_4 | 2 |
| clkbuf_8 | 6 |
| clkdlybuf4s50_1 | 26 |
| clkinv_2 | 2 |
| dfrtp_1 | 32 |
| fa_1 | 32 |
| ha_1 | 25 |
| inv_1 | 75 |
| mux2_2 | 13 |
| nand2_1 | 24 |
| nor2_1 | 3 |
| o211ai_1 | 2 |
| o21a_1 | 2 |
| o21ai_0 | 21 |
| xnor2_1 | 7 |
==> kinds of logic (layout without fill, tap and decap cells) <==
logic type               Yosys count  in the layout
XOR/XNOR                           8              8
AND/OR/NAND/NOR                   33             33
buffers and inverters             81            111
AND-OR/OR-AND                     45             45
flip-flops                        32             32
adder cells (fa/ha/maj)           57             57
multiplexers                      13             13
==> area by class of cell <==
class	instances	area, µm²	share of cell area (%)
Inverter	75	282	8.99
Timing Repair Buffer	28	275	8.79
Sequential cell	32	801	25.6
Clock inverter	2	10.0	0.320
Multi-Input combinational cell	156	1590	50.9
Clock buffer	6	82.6	2.64
Tap cell	70	87.6	2.80
==> per-layer routing <==
metal  track usage, %  up-vias
met5                0        -
met4             1.23        0
met3             3.75        4
met2             28.7       21
met1             32.0      833
li1                 -      894
Power and IR drop assume default switching activity.
